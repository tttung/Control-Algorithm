==> flow/design.v <==
`timescale 1ns / 1ps
module ad(
          input ad_clk,
			 input [11:0] ad1_in,
 			 input [11:0] ad2_in,
			 output reg [11:0] ad_ch1,
 			 output reg [11:0] ad_ch2
    );
always @(posedge ad_clk)
begin
    ad_ch1[11] <= ad1_in[0];  
    ad_ch1[10] <= ad1_in[1];  
    ad_ch1[9] <= ad1_in[2];  
    ad_ch1[8] <= ad1_in[3];  
    ad_ch1[7] <= ad1_in[4];  
    ad_ch1[6] <= ad1_in[5];  
    ad_ch1[5] <= ad1_in[6];  
    ad_ch1[4] <= ad1_in[7];  
    ad_ch1[3] <= ad1_in[8];  
    ad_ch1[2] <= ad1_in[9];  
    ad_ch1[1] <= ad1_in[10];  
    ad_ch1[0] <= ad1_in[11];  	 
end 
always @(posedge ad_clk)
begin
    ad_ch2[11] <= ad2_in[0];  
    ad_ch2[10] <= ad2_in[1];  
    ad_ch2[9] <= ad2_in[2];  
    ad_ch2[8] <= ad2_in[3];  
    ad_ch2[7] <= ad2_in[4];  
    ad_ch2[6] <= ad2_in[5];  
    ad_ch2[5] <= ad2_in[6];  
    ad_ch2[4] <= ad2_in[7];  
    ad_ch2[3] <= ad2_in[8];  
    ad_ch2[2] <= ad2_in[9];  
    ad_ch2[1] <= ad2_in[10];  
    ad_ch2[0] <= ad2_in[11];   
end 
endmodule
==> flow/run.sh <==
#!/bin/bash
# OpenROAD 26Q1-2900-gdf79404cd8, Yosys 0.63+post, stock flow scripts
make -C /OpenROAD-flow-scripts/flow DESIGN_CONFIG=/design/flow/config.mk WORK_HOME=/design/flow/orfs finish
==> flow/config.mk <==
export PLATFORM = sky130hd
export DESIGN_NAME = ad
export DESIGN_NICKNAME = ad
export VERILOG_FILES = /design/flow/design.v
export SDC_FILE = /design/flow/constraint.sdc
export NUM_CORES = 4
export LEC_CHECK = 1
export CORE_AREA = 10 10 71 71
export DIE_AREA = 0 0 81 81
==> flow/constraint.sdc <==
current_design ad

set clk_period 1.0
set clk_io_pct 0.2

create_clock -name clk0 -period $clk_period [get_ports {ad_clk}]

set non_clock_inputs [all_inputs -no_clocks]
set_input_delay [expr $clk_period * $clk_io_pct] -clock clk0 $non_clock_inputs
set_output_delay [expr $clk_period * $clk_io_pct] -clock clk0 [all_outputs]
==> run summary <==
Final cell count without fillers - 124
Die height - 81 um
I/O Pins - 49
Final period util - 0.947
Syn_area_per_cell - 20.0 sq um
Routability Congestion - 0.716
Dpl cells - 120
CTS tree - built
Yosys chip area - 480 sq um
Largest net degree at the start of global routing - 14
First-pass GRT wire length - 2.15 mm
PnR Total Power - 1.80 mW
Core footprint - 0.00363 sq mm
Clock transition at path regs - 0.08 ns
Cell area after synthesis - 480 sq um
Die area - 0.00656 sq mm
Post-route cell area - 0.00106 sq mm
Post-CTS setup buffers - 0
Final Max Slew Viols - 0
RSZ-0062 raised after global routing - false
Status - finished, final reports clean
Levels on crit path - 1
IO Port Bufs - 48
Seq/Total Area, Yosys - 1.00
Row count - 22
Top Layout Cells - clkdlybuf4s50_1 (24), clkdlybuf4s15_1 (20), dfxtp_1 (18), dfxtp_2 (6)
Worst slew pin tran - 0.0785 ns
Root Driver - clkbuf_8
Final hold slack - 0.369 ns
Worst Path Arrival - 0.75 ns
Final setup viols - 0
# fillers - 375
Max FO, Critical Path - 1
Power per Cell Area - 1690 mW/mm^2
Yosys Instances - 24
Vias in the first global route - 387
Initial Utilization - 0.132
CP Class - register to output port
Total gr overflow - 0
Synthesis Warnings - 1
Final min period - 0.947 ns
Fmax - 1060 MHz
CP Launch Point - ad_ch1[6]$_DFF_P_
Tally of OpenROAD warnings - 25
Post-DRT Antenna Nets - 0
ANT cells - 0
Initial DRC count - 3
Max incr delay on CP - 0.32 ns
Worst path cell trace - clkdlybuf4s15_1
Largest delay share family, worst path - flip-flops
Final Hold Viols - 0
CTS Buf Count - 3
Relative slew slack - 0.948
DR pass1 iterations - 2
Vias - 364
CTS H-Tree Depth - 1
Placed Area - 0.00102 sq mm
Buf/Inv on CP - 1
Clk buf depth - 2
Startpoint types - register
Layout cells sized above 1 - 0.184
Most numerous logic cell after layout - clkdlybuf4s50_1
Via-to-Cell Ratio - 2.94
Area growth, synth to finish - 121%
Fin Setup TNS - 0 ns
Worst hold-check path type - primary input to register
Clk sinks - 24
Distinct lib cells - 1
Die W - 81 um
Drt drc - 0
MI comb cells - 0
Final wirelength - 1.43 mm
Gate Area - 0 sq um
FF+latch count, synth - 24
Post-Synthesis Cells - 24
Gr usage total - 0.0424
P_leak - 0.433 nW
Max VDD drop - 0.410 mV
Worst setup path end - ad_ch1[6]
Initial antenna violation count - 0
Critical Path RT - 0.80 ns
Drt wl/cell - 11.5 um
Max cap viols - 0
CP endpoint kind - output port
Slowest stage cell, crit path - dfxtp_1
==> synth_stat cells <==
master / count / area [sq um]
dfxtp_1: 24 / 480
==> kinds of logic after synthesis <==
family,count (synthesis),synth area share
flops,24,1.00
==> per-stage QoR <==
stage / util / setup WS, ns
floorplan: - / 0.538
global placement: 0.281 / 0.0429
detailed placement: 0.281 / 0.0364
CTS: 0.296 / 0.000980
global route: 0.293 / 0.000617
finish: 0.293 / 0.0532
==> area by class of cell <==
class / count / area [sq um] / area share
repair buffers: 48 / 460 / 0.433
clock buffers: 4 / 55.1 / 0.0518
flip-flops and latches: 24 / 488 / 0.459
well taps: 48 / 60.1 / 0.0565
==> where the power goes <==
part           internal (mW)  switching (mW)
registers               1.01          0.0119
clock network          0.351           0.281
logic                  0.133          0.0170
total                   1.49           0.310
==> state kept, by name, indices dropped and copies added (netlist names) <==
signal / flops
ad_ch2: 12
ad_ch1: 12
==> how the worst min path moves through the flow <==
stage | startpoint | end | slack [ns] | cells after the start
global route | ad1_in[10] | ad_ch1[1]$_DFF_P_ | 0.35 | 1
finish | ad1_in[1] | ad_ch1[10]$_DFF_P_ | 0.37 | 1
CTS | ad1_in[1] | ad_ch1[10]$_DFF_P_ | 0.36 | 1
==> metal layers <==
layer  vias up  share of wire  routed length (um)  GRT usage
li1        176              -                   -          -
met1       163           0.36                 511     0.0515
met2        23           0.50                 711     0.0661
met3         2           0.14                 196     0.0223
met4         0         0.0070                  10    0.00865
met5         -              0                   0          0
==> what timing repair did <==
item / 4_1_cts / 5_1_grt
setup endpoints to repair: 24 / 7
gates resized: 48 / 10
hold buffers: 0 / 0
Power and IR drop assume default switching activity.
